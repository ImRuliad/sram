==> flow/design.v <==
module bit_cell (
    input wire clk,
    input wire rst,
    input wire write_enable,
    input wire data_in,
    output reg data_out
);
    always @(posedge clk or posedge rst) begin
        if (rst) begin
            data_out <= 1'b0;
        end
        else if (write_enable) begin
            data_out <= data_in;
        end
    end
endmodule
module cell_array #(
    parameter ROWS = 64,
    parameter COLS = 64,
    parameter DATA_WIDTH = 8
)(
    input wire clk,
    input wire rst,
    input wire[$clog2(ROWS)-1:0] row_select,
    input wire[$clog2(COLS/DATA_WIDTH)-1:0] col_select,
    input wire[DATA_WIDTH-1:0] write_enable,
    input wire[DATA_WIDTH-1:0] data_in,
    output wire[DATA_WIDTH-1:0] data_out
);
    wire [ROWS-1:0][COLS-1:0] total_data_out;  
    wire [ROWS-1:0] row_decoder;
    genvar r;
    generate
        for(r = 0; r < ROWS; r = r + 1) begin : gen_row_decoder
            assign row_decoder[r] = (row_select == r);
        end
    endgenerate
    localparam NUM_COL_GROUPS = COLS / DATA_WIDTH;
    wire [NUM_COL_GROUPS-1:0] col_decoder;
    genvar c;
    generate
        for(c = 0; c < NUM_COL_GROUPS; c = c + 1) begin : gen_col_decoder
            assign col_decoder[c] = (col_select == c);
        end
    endgenerate
    genvar curr_row;
    genvar curr_col;
    generate
        for (curr_row = 0; curr_row < ROWS; curr_row = curr_row + 1) begin : gen_rows
            for (curr_col = 0; curr_col < COLS; curr_col = curr_col + 1) begin : gen_cols
                localparam COL_GROUP = curr_col / DATA_WIDTH;
                localparam BIT_INDEX = curr_col % DATA_WIDTH;
                bit_cell bit_cell_inst (
                    .clk(clk),
                    .rst(rst),
                    .write_enable(row_decoder[curr_row] & col_decoder[COL_GROUP] & write_enable[BIT_INDEX]),
                    .data_in(data_in[BIT_INDEX]),
                    .data_out(total_data_out[curr_row][curr_col])
                );
            end
        end
    endgenerate
    wire [COLS-1:0] selected_row;
    assign selected_row = total_data_out[row_select];
    reg [DATA_WIDTH-1:0] data_out_mux;
    always @(*) begin
        data_out_mux = selected_row[col_select*DATA_WIDTH +: DATA_WIDTH];
    end
    assign data_out = data_out_mux;
endmodule
==> flow/run.sh <==
#!/bin/bash
# OpenROAD 26Q1-2900-gdf79404cd8, Yosys 0.63+post, stock flow scripts
make -C /OpenROAD-flow-scripts/flow DESIGN_CONFIG=/design/flow/config.mk WORK_HOME=/design/flow/orfs finish
==> flow/config.mk <==
export PLATFORM = sky130hd
export DESIGN_NAME = cell_array
export DESIGN_NICKNAME = cell_array
export VERILOG_FILES = /design/flow/design.v
export SDC_FILE = /design/flow/constraint.sdc
export NUM_CORES = 4
export LEC_CHECK = 1
export CORE_UTILIZATION = 40
==> flow/constraint.sdc <==
current_design cell_array

set clk_period 57.7
set clk_io_pct 0.2

create_clock -name clk0 -period $clk_period [get_ports {clk}]

set non_clock_inputs [all_inputs -no_clocks]
set_input_delay [expr $clk_period * $clk_io_pct] -clock clk0 $non_clock_inputs
set_output_delay [expr $clk_period * $clk_io_pct] -clock clk0 [all_outputs]
==> impl_metrics.json <==
{
  "yosys_cells": 16300,
  "number_of_synthesized_flops_with_an_enable_pin": 0,
  "core_util_floorplan": 0.402,
  "placed_area_mm2": 0.212,
  "grtUsageTotal": 0.263,
  "timing_worst_slew_pin_value_ns": 1.40,
  "postCtsResizedCells": 0,
  "maximum_level_of_the_cts_h_tree": 5,
  "die-area_mm2": 0.511,
  "drt_first_pass_iters": 6,
  "layout_worst_path_cycle_share": 0.523,
  "criticalPathCategory": "in -> out",
  "worst_skew_pair.late_latency_ns": 1.03,
  "cp_top_family": "buffers and inverters",
  "mi_logic_area_mm2": 0.0952,
  "post_synth_instance_area_mm2": 0.203,
  "cts_inserted_buffers": 446,
  "ctsRootBufferMaster": "clkbuf_16",
  "vdd.ir_drop.worst_v": 0.0000268,
  "pre_cts_ws_ns": 27.48,
  "detailedPlacementHpwl_mm": 403,
  "number_of_buffers_and_inverters_on_the_critical_path": 9,
  "number_of_warnings_the_tools_reported": 71,
  "met2_wirelength_mm": 285,
  "numSynthFlops": 4096,
  "post-route-drc-count": 0,
  "maximum_number_of_pins_on_one_net_before_global_route_repair": 116,
  "worstSetupEndpointType": "primary output",
  "drt-wirelength-per-cell_um": 27.4,
  "postSynthAreaPerCell_um2": 12.5,
  "buffer_ports.inserted": 34,
  "synth.yosys.seq_area_share": 0.504,
  "fp-row-count": 261,
  "area_growth_pct": 11.8,
  "postCtsSetupRepairBufs": 0,
  "power_per_cell_area_mw_per_mm2": 28.2,
  "number_of_global_route_vias_before_repair": 136000,
  "fillers": 45000,
  "slowest_stage": "a22oi_1",
  "postSynthCellCount": 16300,
  "cp.arrival_ns": 18.61,
  "gpl.final_weighted_congestion": 0.915,
  "m1WireLength_mm": 255,
  "synth_async_sr_flop_share": 1.00,
  "setup_repair_after_global_routing_missed_its_margin": "no",
  "intPower_uw": 4820,
  "critPathMostFrequentCell": "buf_4",
  "vias_per_cell": 5.72,
  "post-route-min-period_ns": 30.15,
  "crit_chain": "buf_16 -> buf_4 -> buf_12 -> buf_4 -> buf_4 -> buf_4 -> buf_4 -> mux4_2 -> mux2i_1 -> a211oi_1 -> nand3_1 -> o21ai_0 -> nor4_1 -> a22oi_1 -> buf_4 -> clkdlybuf4s50_1",
  "global_route_wire_length_before_repair_mm": 949,
  "floorplan.die.height_um": 715,
  "floorplan.core_area_mm2": 0.506,
  "relSlewSlack": 0.0642,
  "yosys.cell_types.count": 54,
  "die-width_um": 715,
  "report.final.slew_viol_count": 0,
  "cts_num_sinks": 4096,
  "ys.flop_type": "dfrtp_1",
  "biggestRegsByFlops": "gen_rows.gen_cols.bit_cell_inst.data_out (4096)",
  "status": "finished, final reports clean",
  "pin_count": 35,
  "vias_after_detailed_routing": 133000,
  "clock_tree_from_tritoncts": "done",
  "hold_viol": 0,
  "power.leakage_uw": 0.104,
  "seq_power_share": 0.466,
  "synth-warning-count": 2,
  "drt_wl_total_mm": 636,
  "worstPathRequired_ns": 46.16,
  "grt_antenna_before_repair": 25,
  "wl_met3_mm": 69.2,
  "power.share.clock": 0.459,
  "report.power.total_uw": 6410,
  "cap_violations": 0,
  "clock_path_buffers": 4,
  "cts_hold_buf": 0,
  "sequential_cell_area_mm2": 0.102,
  "cts.clk_slew.worst_paths_ns": 0.06,
  "setup-tns-final_ns": 0,
  "switching_fraction": 0.249,
  "final_core_area_utilization": 0.450,
  "hold_path.class": "reg -> reg",
  "maxUsedRoutingLayer": "met5",
  "critical_path.max_fanout": 61,
  "synth.yosys.chip_area_mm2": 0.203,
  "critical_path.max_stage_delay_ns": 1.12,
  "finalInstanceArea_mm2": 0.227,
  "post_route_cells_drive_above_1_share": 0.405,
  "largest_register": "gen_rows.gen_cols.bit_cell_inst.data_out",
  "overflow": 0,
  "count_of_final_setup_violators": 0,
  "switching_power_uw": 1590,
  "timing.final.ws_setup_ns": 27.55,
  "drt-initial-drc-count": 9930,
  "startpoint_type": "input port",
  "ant_nets": 0,
  "largest_reg_flops": 4096,
  "worst_clock_skew_on_the_final_layout_ns": 0,
  "comb_power_share": 0.076,
  "achievable-frequency_mhz": 33.2
}
==> Yosys cell counts, types with 14 or more instances <==
master / number / share of area
a211oi_1: 14 / 0.00052
a21oi_1: 44 / 0.0011
a22oi_1: 151 / 0.0056
buf_1: 270 / 0.0050
buf_2: 131 / 0.0032
buf_4: 64 / 0.0024
buf_6: 24 / 0.0013
clkbuf_1: 853 / 0.016
dfrtp_1: 4096 / 0.50
mux2_1: 17 / 0.00094
mux2_2: 4108 / 0.23
mux2i_1: 306 / 0.015
mux4_2: 1044 / 0.12
nand2_1: 4144 / 0.077
nand3_1: 82 / 0.0020
nand4_1: 22 / 0.00068
nor2_1: 539 / 0.010
nor2_4: 32 / 0.0018
nor2b_1: 18 / 0.00055
o211ai_1: 29 / 0.0011
o21ai_0: 84 / 0.0021
o22ai_1: 51 / 0.0016
==> stage by stage <==
| step | cells | hold slack, ns |
|---|---|---|
| finish | 23200 | 0.494 |
| detailed placement | 22400 | 0.479 |
| global placement | 22400 | 0.470 |
| CTS | 23200 | 0.498 |
| global route | 23200 | 0.504 |
| floorplan | 16300 | 0.459 |
==> final timing paths <==
path                       depth (start not counted)  slack (ns)                                               end                                             start
setup / recovery                                  16       27.55                                       data_out[4]                                     row_select[0]
hold / removal                                     1        0.49    gen_rows[0].gen_cols[3].bit_cell_inst.data_out    gen_rows[0].gen_cols[3].bit_cell_inst.data_out
setup reg to reg                                   1       56.91  gen_rows[12].gen_cols[59].bit_cell_inst.data_out  gen_rows[12].gen_cols[59].bit_cell_inst.data_out
hold reg to reg                                    1        0.49    gen_rows[0].gen_cols[3].bit_cell_inst.data_out    gen_rows[0].gen_cols[3].bit_cell_inst.data_out
max in group asynchronous                         10       40.99  gen_rows[32].gen_cols[49].bit_cell_inst.data_out                                               rst
min in group asynchronous                          2       10.95   gen_rows[3].gen_cols[41].bit_cell_inst.data_out                                               rst
==> cells by family (layout without fill, tap and decap cells) <==
logic type / after synthesis / count (layout) / share of synthesized area
multiplexers: 5475 / 5475 / 0.359
AND-OR/OR-AND: 444 / 444 / 0.0148
AND/OR/NAND/NOR: 4901 / 4901 / 0.0937
other: 0 / 16 / 0
flip-flops: 4096 / 4096 / 0.504
buffers and inverters: 1345 / 1572 / 0.0278
==> final cells by class <==
type | count | share of cell area
well taps | 6706 | 0.0369
diodes | 16 | 0.000176
clock inverters | 130 | 0.00723
inverters | 2 | 0.0000495
clock buffers | 688 | 0.0589
repair buffers | 752 | 0.0268
multi-input cells | 10800 | 0.419
flip-flops and latches | 4096 | 0.451
==> per-layer routing <==
metal  track usage  vias up
met5      0.000377        -
met4        0.0864       22
met3         0.113     1067
met2         0.379     4317
met1         0.373    70200
li1              -    57200
==> layout by cell type, fill, tap and decap left out, types with 17 or more instances in the layout <==
cell,Yosys,layout
clkbuf_8,0,125
nor2_4,32,35
o21ai_0,84,81
o211ai_1,29,29
a22oi_1,151,151
dfrtp_1,4096,4096
o22ai_1,51,51
buf_8,1,19
nand2_1,4144,4137
nor2_1,539,534
mux2i_1,306,306
mux2_2,4108,4108
buf_4,64,698
nand3_1,82,81
mux2_1,17,17
nand4_1,22,22
bufinv_16,0,26
clkinv_2,0,77
a21oi_1,44,44
buf_12,0,20
clkbuf_1,853,114
mux4_2,1044,1044
clkbuf_16,0,449
==> power by group through the flow <==
stage	sequential [µW]	combinational (µW)	clock, µW
finish	2980	485	2940
global route	2990	520	3100
CTS	2980	489	2990
No activity file was given, so power comes from the tool's default toggle rates.
